==> /design/flow/design.v <==
module BaudRateGenerator(
    input clk,
    input reset,
    output tx_enb,
    output rx_enb
);
    reg [12:0] tx_counter;
    reg [9:0] rx_counter;
    always @(posedge clk or posedge reset) begin
        if (reset) begin
            tx_counter <= 0;
            rx_counter <= 0;
        end else begin
            if (tx_counter == 5207) 
                tx_counter <= 0;
            else
                tx_counter <= tx_counter + 1;
            if (rx_counter == 324)  
                rx_counter <= 0;
            else
                rx_counter <= rx_counter + 1;
        end
    end
    assign tx_enb = (tx_counter == 5207) ? 1'b1 : 1'b0;
    assign rx_enb = (rx_counter == 324) ? 1'b1 : 1'b0;
endmodule
module receiver(
    input clk,
    input rst,
    input rx,
    input rdy_clr,
    input clk_en,     
    output reg rdy,
    output reg [7:0] data_out
);
    parameter start_state = 2'b00;
    parameter data_out_state = 2'b01;
    parameter stop_state = 2'b10;
    reg [1:0] state; 
    reg [3:0] sample;
    reg [2:0] index;
    reg [7:0] temp_register;
    always @(posedge clk or posedge rst) begin
        if (rst) begin
            rdy <= 0;
            data_out <= 0;
            state <= start_state;
            sample <= 0;
            index <= 0;
            temp_register <= 0;
        end else begin
            if (rdy_clr)
                rdy <= 0;
            if (clk_en) begin
                case (state)
                    start_state: begin
                        if (!rx || sample != 0) begin 
                            if (sample == 7 && rx != 0) begin
                                sample <= 0; 
                            end else begin
                                sample <= sample + 1;
                            end
                            if (sample == 15) begin
                                state <= data_out_state;
                                sample <= 0;
                                index <= 0;
                                temp_register <= 0;
                            end
                        end
                    end
                    data_out_state: begin
                        sample <= sample + 1;
                        if (sample == 4'h7) begin
                            temp_register[index] <= rx;
                        end
                        if (sample == 15) begin
                            sample <= 0; 
                            if (index == 7) begin
                                state <= stop_state;
                            end else begin
                                index <= index + 1;
                            end
                        end
                    end
                    stop_state: begin
                        if (sample == 15) begin
                            state <= start_state;
                            data_out <= temp_register;
                            rdy <= 1'b1;
                            sample <= 0;
                        end else begin
                            sample <= sample + 1;
                        end
                    end
                    default: state <= start_state;
                endcase
            end
        end
    end
endmodule
module uart_top(
    input clk,
    input reset,
    input wr_enb,
    input [7:0] data_in,
    output tx_active,
    output tx_serial_out,
    input rx_serial_in,
    input rdy_clr,
    output [7:0] rx_data_out,
    output rx_ready
);
    wire tx_tick;
    wire rx_tick;
    BaudRateGenerator baud_gen_inst (
        .clk(clk),
        .reset(reset),
        .tx_enb(tx_tick),
        .rx_enb(rx_tick)
    );
    transmitter tx_inst (
        .clk(clk),
        .wr_enb(wr_enb),
        .reset(reset),
        .data_in(data_in),
        .enb(tx_tick),
        .tx(tx_serial_out),
        .busy(tx_active)
    );
    receiver rx_inst (
        .clk(clk),
        .rst(reset),
        .rx(rx_serial_in),
        .rdy_clr(rdy_clr),
        .clk_en(rx_tick),
        .rdy(rx_ready),
        .data_out(rx_data_out)
    );
endmodule
module transmitter(
    input clk,
    input wr_enb,
    input reset,
    input [7:0] data_in, 
    input enb,           
    output reg tx, 
    output reg busy
);
    parameter idle_state = 2'b00;
    parameter start_state = 2'b01;
    parameter data_state = 2'b10;
    parameter stop_state = 2'b11;
    reg [7:0] data; 
    reg [2:0] index;
    reg [1:0] state;
    always @(posedge clk or posedge reset) begin
        if (reset) begin
            state <= idle_state;
            tx <= 1'b1;
            busy <= 1'b0;
            index <= 3'b0;
            data <= 8'b0;
        end else begin
            case (state)
                idle_state: begin
                    tx <= 1'b1;
                    busy <= 1'b0;
                    if (wr_enb) begin
                        data <= data_in; 
                        state <= start_state;
                        busy <= 1'b1;
                    end
                end
                start_state: begin
                    busy <= 1'b1;
                    tx <= 1'b0; 
                    if (enb) state <= data_state; 
                end
                data_state: begin
                    busy <= 1'b1;
                    tx <= data[index];
                    if (enb) begin
                        if (index == 3'd7) begin
                            index <= 0;
                            state <= stop_state;
                        end else begin
                            index <= index + 1;
                        end
                    end
                end
                stop_state: begin
                    busy <= 1'b1;
                    tx <= 1'b1;
                    if (enb) state <= idle_state;
                end
                default: state <= idle_state;
            endcase
        end
    end
endmodule
==> /design/flow/run.sh <==
#!/bin/bash
# OpenROAD 26Q1-2900-gdf79404cd8, Yosys 0.63+post, stock flow scripts
make -C /OpenROAD-flow-scripts/flow DESIGN_CONFIG=/design/flow/config.mk WORK_HOME=/design/flow/orfs finish
==> /design/flow/config.mk <==
export PLATFORM = sky130hd
export DESIGN_NAME = uart_top
export DESIGN_NICKNAME = uart_top
export VERILOG_FILES = /design/flow/design.v
export SDC_FILE = /design/flow/constraint.sdc
export NUM_CORES = 4
export LEC_CHECK = 1
export CORE_UTILIZATION = 30
==> /design/flow/constraint.sdc <==
current_design uart_top

set clk_period 2.3
set clk_io_pct 0.2

create_clock -name clk0 -period $clk_period [get_ports {clk}]

set non_clock_inputs [all_inputs -no_clocks]
set_input_delay [expr $clk_period * $clk_io_pct] -clock clk0 $non_clock_inputs
set_output_delay [expr $clk_period * $clk_io_pct] -clock clk0 [all_outputs]
==> flow_metrics.tcl <==
# collected from the flow reports
set metrics [dict create \
    cts_buffer_depth 2 \
    dp_hpwl_um 3946 \
    antenna_found_initial 0 \
    cts_buffers 9 \
    yosysMostFrequentCell "dfrtp_1" \
    cts_hold_buf 0 \
    r2r-start "baud_gen_inst.rx_counter[7]" \
    relSlewSlack_pct 69.00 \
    warnings 30 \
    clock_sink_count 67 \
    crit_path_end_kind "flop" \
    power_mw 2.254 \
    ctsResizeCount 0 \
    cts_tree "done" \
    finalSetupViolCount 0 \
    synth_top_cell_by_area "dfrtp_1" \
    p_per_area_mw_per_mm2 576.8 \
    ys_seq_share_pct 51.99 \
    topCellsByArea "dfrtp_1, mux2_2, ha_1" \
    ys_cells 285 \
    reg2reg_to "rx_inst.temp_register[6]" \
    top_cells_by_count "dfrtp_1, mux2_2, nand2_1, nor2_1, inv_1" \
    gp_congestion 0.7707 \
    port_buffers 23 \
    chip_area_mm2 0.01119 \
    seq_area_mm2 0.001680 \
    ys_area_mm2 0.003232 \
    first_pass_iters 4 \
    fillCellCount 999 \
    endpoint "rx_inst.temp_register[6]" \
    worst_slew_pin_slew_ns 0.4618 \
    fin_crit_ns 2.197 \
    ff2ff_path_depth 4 \
    worst_slack_ns 0.1027 \
    syn-instance-count 285 \
    final-comb-area_mm2 0.001470 \
    fmax_mhz 455.1 \
    drt-vias-per-instance 4.778 \
    finalHoldViolations 0 \
    rrSetupSlack_ns 0.10 \
    fp.dieW_um 105.8 \
    drt_drc_violations_left 0 \
    path_clk_slew_ns 0.07 \
    drive_above_1_share_pct 18.84 \
    fp-row-count 37 \
    wl_per_cell_um 12.02 \
    utilization_pct 37.68 \
    rsz0062_at_grt "no" \
    min_path_type "input port to async pin" \
    synth-main-ff-cell "dfrtp_1" \
    cp.required_ns 2.56 \
    drt_iter0_drc 79 \
    maxSlewViolCount 0 \
    critPathLaunchType "flop" \
    p_leak_nw 1.740 \
    cts_root_buf "clkbuf_8" \
    cts_htree_levels 3 \
    die_h_um 105.8 \
    grt_pass1_vias 2211 \
    critical_path_class "flop to flop" \
    grt_pass1_wl_um 10300 \
    maxCapViolations 0 \
    syn-cell-area_mm2 0.003232 \
    irDropWorstVdd_mv 0.2784 \
    grt_start_max_net_pins 22 \
    fin_setup_tns_ns 0 \
    synth-warning-count 3 \
    final_antenna_net_count 0 \
    finClkSkew_ns 0.007029 \
    core-area_mm2 0.01037 \
    critPathLaunch "baud_gen_inst.rx_counter[7]" \
    core_util_floorplan_pct 31.17 \
    clk_latency_ns 0.34 \
    diodes 0 \
    finalClockPeriodUsage_pct 95.54 \
    top_area_share_pct 49.55 \
    track_usage_pct 11.45 \
    overflow 0 \
    post-place-ws_ns 0.1264 \
    synthArstFlopShare_pct 100.0 \
    via_count 2222 \
    io_pins 24 \
    cp.arrival_ns 2.46 \
    syn_area_per_cell_um2 11.34 \
    status "finished clean" \
    area_growth_pct 20.91 \
    cts_setup_buffers 0 \
    synth-edff-count 0 \
    cp_max_fo 5 \
    synth.distinct_cells 47 \
    ys.flops 67 \
    totalWireLength_um 5590 \
]
## cell type report
class	instances	share of cell area, %
Sequential cell	67	43.00
Multi-Input combinational cell	197	37.62
Timing Repair Buffer	35	8.517
Tap cell	136	4.355
Clock buffer	10	3.522
Clock inverter	6	1.633
Inverter	14	1.345
## stage by stage
| stage | area (um2) | hold WS, ns | instances |
|---|---|---|---|
| floorplan | 3232 | 0.4251 | 285 |
| global placement | 3706 | 0.4365 | 449 |
| detailed placement | 3706 | 0.4472 | 449 |
| CTS | 3908 | 0.4546 | 465 |
| global route | 3908 | 0.4662 | 465 |
| finish | 3908 | 0.4431 | 465 |
## critical path, cell delays in order, from the launching register on
cell     delay (ns)
dfrtp_1        0.42
or3b_4         0.44
or4_1          0.58
or4_1          0.54
o21ai_1        0.14
## worst min path at each step
stage	startpoint	to	slack [ns]	cells past startpoint
4_1_cts	reset	rx_inst.state[2]	0.45	2
5_1_grt	reset	rx_inst.state[1]	0.47	2
6_report	reset	baud_gen_inst.rx_counter[4]	0.44	2
## sequential cells by signal (all words and copies together) (netlist names), 4 cells and up
name,flops
baud_gen_inst.rx_counter,10
tx_inst.data,8
rx_inst.data_out,8
rx_inst.temp_register,8
tx_inst.state,4
rx_inst.sample,4
baud_gen_inst.tx_counter,13
## layout by cell type (no fill, tap or decap), types with 3 or more instances in the layout
cell type / instances
ha_1: 12
nand3_1: 12
inv_1: 13
and3_1: 6
clkdlybuf4s50_1: 23
or4_1: 4
a21oi_1: 7
xnor2_1: 13
dfrtp_1: 64
nand4_1: 6
nand4b_1: 3
a21o_1: 4
mux2i_1: 3
and4_1: 4
clkbuf_8: 10
mux2_2: 20
nor2_1: 15
xor2_1: 7
nand2_1: 20
dfstp_2: 3
o31ai_1: 7
buf_4: 11
nand2b_1: 3
o21ai_0: 13
a22o_1: 4
## cell families after synthesis
kind of cell	share of synthesized area, %
compound gates	9.524
fa+ha+maj	4.646
buf+inv	2.517
mux	9.292
simple gates	16.61
xor+xnor	5.420
flops	51.99
## per-layer routing
layer | up-vias | global-route usage, % | part of all wire [%] | routed length, um
li1 | 1108 | - | - | -
met1 | 1081 | 17.54 | 51 | 2829
met2 | 25 | 17.32 | 45 | 2509
met3 | 8 | 2.839 | 3.0 | 170
met4 | 0 | 1.587 | 1.4 | 81
met5 | - | 0 | 0 | 0
## where the power goes
group	leakage [nW]	switching [mW]	internal [mW]	total, mW
clock network	0.0987	0.448	0.530	0.977
logic	0.811	0.0320	0.0423	0.0743
registers	0.830	0.00812	1.19	1.20
total	1.74	0.488	1.77	2.25
No activity file was given, so power comes from the tool's default toggle rates.
